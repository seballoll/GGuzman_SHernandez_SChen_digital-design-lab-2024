`flow/design.v`:
```
module bcd_to_7seg(
    input logic [3:0] bcd,
    output logic [6:0] seg
);
    always_comb begin
        case(bcd)
            4'd0: seg = 7'b1000000;
            4'd1: seg = 7'b1111001;
            4'd2: seg = 7'b0100100;
            4'd3: seg = 7'b0110000;
            4'd4: seg = 7'b0011001;
            4'd5: seg = 7'b0010010;
            4'd6: seg = 7'b0000010;
            4'd7: seg = 7'b1111000;
            4'd8: seg = 7'b0000000;
            4'd9: seg = 7'b0010000;
            default: seg = 7'b1111111;  
        endcase
    end
endmodule
module full_adder (
    input logic a, b, cin,
    output logic Sum, cout
);
    assign Sum = (a ^ b) ^ cin;
    assign cout = (cin & (a ^ b)) | (a & b);
endmodule
module multiplier #(
    parameter N = 4  
)(
    input logic [N-1:0] a, b,
    output logic [N-1:0] result,  
    output logic overflow              
);
    logic [10:0] cout;
    logic [5:0] sum;
    logic [2*N-1:0] full_result;
    assign full_result[0] = a[0] & b[0];
    full_adder full_adder1(b[0] & a[1], a[0] & b[1], 0, full_result[1], cout[0]);
    full_adder full_adder2(b[0] & a[2], a[1] & b[1], cout[0], sum[0], cout[1]);
    full_adder full_adder3(b[0] & a[3], a[2] & b[1], cout[1], sum[1], cout[2]);
    full_adder full_adder4(0, a[3] & b[1], cout[2], sum[2], cout[3]);
    full_adder full_adder5(sum[0], a[0] & b[2], 0, full_result[2], cout[4]);
    full_adder full_adder6(sum[1], a[1] & b[2], cout[4], sum[3], cout[5]);
    full_adder full_adder7(sum[2], a[2] & b[2], cout[5], sum[4], cout[6]);
    full_adder full_adder8(cout[3], a[3] & b[2], cout[6], sum[5], cout[7]);
    full_adder full_adder9(sum[3], a[0] & b[3], 0, full_result[3], cout[8]);
    full_adder full_adder10(sum[4], a[1] & b[3], cout[8], full_result[4], cout[9]);
    full_adder full_adder11(sum[5], a[2] & b[3], cout[9], full_result[5], cout[10]);
    full_adder full_adder12(cout[7], a[3] & b[3], cout[10], full_result[6], full_result[7]);
    assign result = full_result[N-1:0];
    assign overflow = |full_result[2*N-1:N];
endmodule
module bin2bcd #(
    parameter N = 4  
)(
    input logic [N-1:0] bin,
    output logic [7:0] bcd  
);
    integer i;
    always_comb begin
        bcd = 8'b0;   
        for (i = N-1; i >= 0; i = i - 1) begin
            if (bcd[3:0] >= 5)
                bcd[3:0] = bcd[3:0] + 3;
            if (bcd[7:4] >= 5)
                bcd[7:4] = bcd[7:4] + 3;
            bcd = {bcd[6:0], bin[i]};
        end
    end
endmodule
module multiplier_display #(
    parameter N = 4  
)(
    input logic [N-1:0] a, b,
    output logic [6:0] seg1, seg2,
    output logic overflow  
);
    logic [N-1:0] result;
    logic [7:0] bcd;
    multiplier #(.N(N)) mult_inst (
        .a(a),
        .b(b),
        .result(result),
        .overflow(overflow)    
    );
    bin2bcd #(.N(N)) bcd_inst (
        .bin(result),
        .bcd(bcd)
    );
    bcd_to_7seg seg1_inst (
        .bcd(bcd[3:0]),
        .seg(seg1)
    );
    bcd_to_7seg seg2_inst (
        .bcd(bcd[7:4]),
        .seg(seg2)
    );
endmodule
```
`flow/run.sh`:
```
#!/bin/bash
# OpenROAD 26Q1-2900-gdf79404cd8, Yosys 0.63+post, stock flow scripts
make -C /OpenROAD-flow-scripts/flow DESIGN_CONFIG=/design/flow/config.mk WORK_HOME=/design/flow/orfs finish
```
`flow/config.mk`:
```
export PLATFORM = sky130hd
export DESIGN_NAME = multiplier_display
export DESIGN_NICKNAME = multiplier_display
export VERILOG_FILES = /design/flow/design.v
export SDC_FILE = /design/flow/constraint.sdc
export NUM_CORES = 4
export LEC_CHECK = 1
export CORE_AREA = 10 10 70 70
export DIE_AREA = 0 0 80 80
```
`flow/constraint.sdc`:
```
current_design multiplier_display

set clk_period 6.3
set clk_io_pct 0.2

create_clock -name clk0 -period $clk_period

set non_clock_inputs [all_inputs -no_clocks]
set_input_delay [expr $clk_period * $clk_io_pct] -clock clk0 $non_clock_inputs
set_output_delay [expr $clk_period * $clk_io_pct] -clock clk0 [all_outputs]
```
==> summary.txt <==
flow finished, numbers: outcome=finished clean, final hold violations=0, layout cells sized above 1=0.3361, Synth top area share=0.2203, Fin Setup TNS=0 ns, initial antenna violation count=0, first-pass GRT wire length=2.884 mm, DP HPWL=1.472 mm, Max IR drop VDD=0.0001169 V, layout filler cell count=343, I/O pins=23, ANT nets after route=0, vias in the first global route=670, Worst Setup Start Kind=primary input, Layout Utilization=0.3436, vias per inst=3.994, registers=0, worst path arrival time=4.95 ns, Site Rows=21, critical path peak fanout=3, final tally of max-slew violations=0, largest net degree at the start of global routing=9, cell taking the most area after synthesis=ha_1, Logic area=720.7 sq um, Leakage Power=0.5341 nW, core area=0.003416 sq mm, HP Class=in -> out, P&R area growth vs syn=58.98%, top cells by area=ha_1, fa_1, and2_1, fp util=0.2161, syn avg cell area=8.294 sq um, crit path capture type=output port, RSZ-0062 raised after global routing=true, crit share post-route=0.9849, MaxCap Viol Count=0, final WL=1.770 mm, final setup violation count=0, DRC errors left=0, vias=671, Power Density=248.7 mW/mm^2, register share after synthesis=0, port bufs=20, synth unique cells=27, Warnings, synthesis=6, # Cells Yosys=89, total global-route track usage=0.05263, global route overflow=0, crit path DRT=5.04 ns, min Tclk post-route=6.205 ns, synthesis area per yosys=738.2 sq um, WL/cell=10.54 um, gpl congestion=0.8196, cell area after synthesis=738.2 sq um, die area=0.006400 sq mm, Chip Width=80 um, Highest Clock Rate=161.2 MHz, ANT cells=0, die extent in y=80 um, count of tool warnings=38, Finished Layout Cells=168, register area=0 sq um, DRT iter0 DRCs=8, Setup CP Type=in -> out, CLK BUF=0, Inst Count DP=165, TritonRoute pass-1 iters=3, Hold WS=3.436 ns, post-synthesis cell count=89, PnR Total Power=0.2919 mW
-- synthesized netlist by cell type, types with 2 or more instances --
library cell,instances
ha_1,13
inv_1,12
and2_1,11
fa_1,8
buf_4,6
nand2_1,6
nor2_1,5
a21oi_1,3
o21ai_0,3
conb_1,2
o21a_1,2
o311a_1,2
xnor2_1,2
-- area by class of cell --
type | count | share of cell area
tap | 46 | 0.04904
inverter | 12 | 0.03838
multi-input combinational | 71 | 0.6141
timing repair buffer | 39 | 0.2985
-- worst max-delay path, cell delays in order --
cell             delay, ns
dlygate4sd2_1         0.24
and2_4                0.14
ha_4                  0.15
fa_2                  0.35
inv_2                 0.06
fa_1                  0.42
inv_2                 0.07
fa_2                  0.44
ha_4                  0.24
ha_4                  0.17
a21oi_4               0.14
xnor2_2               0.15
buf_4                 0.16
ha_1                  0.21
o311a_1               0.34
clkdlybuf4s50_1       0.40
-- final timing paths --
path	cells after the start	endpoint	from
min	7	seg1[4]	b[0]
max	16	seg1[3]	a[0]
-- logic make-up (layout without fill, tap and decap cells) --
family / count (synthesis) / count (layout) / share of synthesized area
simple gates: 27 / 27 / 0.1898
fa+ha+maj: 21 / 21 / 0.4373
buf+inv: 19 / 51 / 0.1373
compound gates: 17 / 17 / 0.1830
other cells: 2 / 3 / 0.01017
xor+xnor: 2 / 2 / 0.02373
mux: 1 / 1 / 0.01864
-- layer usage --
metal / part of all wire / global-route usage / vias to the layer above / wire [um]
met5: 0 / 0 / - / 0
met4: 0 / 0 / 0 / 0
met3: 0.062 / 0.01136 / 0 / 109
met2: 0.43 / 0.08748 / 15 / 769
met1: 0.50 / 0.07230 / 305 / 891
li1: - / - / 351 / -
-- placed cells by master, fill, tap and decap left out, types with 4 or more instances in the layout --
master,n
buf_4,18
clkdlybuf4s50_1,11
ha_1,10
and2_1,8
inv_1,8
nand2_1,6
nor2_1,5
inv_2,4
fa_2,4
fa_1,4
-- what timing repair did --
| item | CTS | global route |
|---|---|---|
| gates resized | 29 | 5 |
| setup endpoints to repair | 12 | 6 |
| hold buffers | 0 | 0 |
| gates cloned | 0 | 0 |
| pin swaps | 12 | 1 |
| endpoints found under the hold margin | 0 | 0 |
| buffers inserted | 2 | 1 |
-- per-stage QoR --
stage / cell area, sq um / worst slack [ns]
6_report: 1174 / 0.09490
4_1_cts: 1150 / 0.01380
3_3_place_gp: 1064 / -0.5753
5_1_grt: 1174 / -0.02639
2_1_floorplan: 742.0 / 0.4017
3_5_place_dp: 1064 / -0.6192
-- report_power, final --
group / switching, mW / leakage (nW) / internal, mW
sequential: 0 / 0 / 0
combinational: 0.113 / 0.534 / 0.179
clock: 0 / 0 / 0
Power and IR drop assume default switching activity.
