`design/flow/run.sh`:
```
#!/bin/bash
# OpenROAD 26Q1-2900-gdf79404cd8, Yosys 0.63+post, stock flow scripts
make -C /OpenROAD-flow-scripts/flow DESIGN_CONFIG=/design/flow/config.mk WORK_HOME=/design/flow/orfs finish
```
`design/flow/config.mk`:
```
export PLATFORM = sky130hd
export DESIGN_NAME = Decoder
export DESIGN_NICKNAME = Decoder
export VERILOG_FILES = /design/flow/design.v
export SDC_FILE = /design/flow/constraint.sdc
export NUM_CORES = 4
export LEC_CHECK = 1
export CORE_AREA = 10 10 70 70
export DIE_AREA = 0 0 80 80
```
`design/flow/constraint.sdc`:
```
current_design Decoder

set clk_period 1.0
set clk_io_pct 0.2

create_clock -name clk0 -period $clk_period

set non_clock_inputs [all_inputs -no_clocks]
set_input_delay [expr $clk_period * $clk_io_pct] -clock clk0 $non_clock_inputs
set_output_delay [expr $clk_period * $clk_io_pct] -clock clk0 [all_outputs]
```
`design/flow/design.v`:
```
module Decoder (
    input  wire [3:0] bin,   
    output wire [6:0] seg1,  
    output wire [6:0] seg2   
);
    wire [7:0] bcd;
    converter decoder (
        .bin(bin),
        .bcd(bcd)
    );
    display7segmentos display1 (
        .bcd(bcd[3:0]),
        .seg(seg1)
    );
    display7segmentos display2 (
        .bcd(bcd[7:4]),
        .seg(seg2)
    );
endmodule
module display7segmentos (     
    input wire [3:0] bcd,
    output reg [6:0] seg
);
    always @(*) begin
        case (bcd)
            4'b0000: seg = 7'b1000000;  
            4'b0001: seg = 7'b1111001;  
            4'b0010: seg = 7'b0100100;  
            4'b0011: seg = 7'b0110000;  
            4'b0100: seg = 7'b0011001;  
            4'b0101: seg = 7'b0010010;  
            4'b0110: seg = 7'b0000010;  
            4'b0111: seg = 7'b1111000;  
            4'b1000: seg = 7'b0000000;  
            4'b1001: seg = 7'b0010000;  
            default: seg = 7'b1111111;  
        endcase
    end
endmodule
module converter (
    input  wire [3:0] bin,   
    output reg  [7:0] bcd    
);
    reg [7:0] bcd_temp;   
    reg [3:0] i;  
    always @(bin) begin   
        bcd_temp = 0;
        bcd = 0;
        for (i = 0; i < 4; i = i + 1) begin
            bcd_temp = {bcd_temp[6:0], bin[3 - i]};
            if (i < 3 && bcd_temp[3:0] > 4) 
                bcd_temp[3:0] = bcd_temp[3:0] + 3;
            if (i < 3 && bcd_temp[7:4] > 4) 
                bcd_temp[7:4] = bcd_temp[7:4] + 3;
        end
        bcd = bcd_temp;
    end
endmodule
```
==> metrics.txt <==
# HELP chip_impl_metric Physical implementation figures
# TYPE chip_impl_metric gauge
chip_impl_info{name="run_status",value="complete, but fails checks"} 1
chip_impl_info{name="violations",value="negative setup slack"} 1
chip_impl_metric{name="remaining_global_route_overflow",unit=""} 0
chip_impl_metric{name="finalPower",unit="W"} 0.000412
chip_impl_metric{name="coreArea",unit="sq um"} 3420
chip_impl_metric{name="detailroute.via_count",unit=""} 397
chip_impl_metric{name="openroad_warning_count",unit=""} 40
chip_impl_metric{name="yosys-stat-cells",unit=""} 48
chip_impl_metric{name="fmax",unit="MHz"} 586
chip_impl_metric{name="detail_route.drc_violations",unit=""} 0
chip_impl_metric{name="areaGrowthSynthToFinish",unit="%"} 143
chip_impl_metric{name="p_leak",unit="nW"} 0.345
chip_impl_metric{name="vias_per_cell",unit=""} 3.28
chip_impl_metric{name="finalMaxSlewViolations",unit=""} 0
chip_impl_metric{name="chip_area",unit="sq um"} 6400
chip_impl_metric{name="finish.utilization",unit="%"} 22.6
chip_impl_metric{name="power_density",unit="nW/um^2"} 533
chip_impl_metric{name="pin_count",unit=""} 18
chip_impl_metric{name="register_area",unit="sq um"} 0
chip_impl_metric{name="final-comb-area",unit="sq um"} 409
chip_impl_metric{name="synth_area_per_cell",unit="sq um"} 6.62
chip_impl_metric{name="timing.critical_path.required",unit="ps"} 800
chip_impl_info{name="layout_top_cells",value="buf_4 (14), buf_2 (11), a21oi_2 (4), ha_4 (4)"} 1
chip_impl_metric{name="ys.warnings.count",unit=""} 2
chip_impl_info{name="rsz0062_at_grt",value="true"} 1
chip_impl_metric{name="place_congestion",unit=""} 0.750
chip_impl_metric{name="fillerInstances",unit=""} 373
chip_impl_metric{name="floorplan.core_util",unit="%"} 9.30
chip_impl_metric{name="synth_seq_share",unit="%"} 0
chip_impl_metric{name="yosysChipArea",unit="sq um"} 318
chip_impl_metric{name="ir_drop",unit="uV"} 138
chip_impl_metric{name="worstPathMaxFanout",unit=""} 4
chip_impl_metric{name="maxCapViolations",unit=""} 0
chip_impl_metric{name="grt_first_pass_wirelength",unit="um"} 1780
chip_impl_metric{name="die_height",unit="um"} 80
chip_impl_metric{name="min_period_over_period",unit="%"} 171
chip_impl_metric{name="setup_viol",unit=""} 11
chip_impl_metric{name="critical_path_arrival",unit="ps"} 1510
chip_impl_metric{name="setup_total_negative_slack",unit="ps"} -6420
chip_impl_metric{name="fin_crit",unit="ps"} 1710
chip_impl_metric{name="finalHoldViolCount",unit=""} 0
chip_impl_metric{name="wirelength",unit="um"} 1140
chip_impl_metric{name="drt_iter0_markers",unit=""} 7
chip_impl_metric{name="drive_above_1_share",unit="%"} 78.7
chip_impl_metric{name="floorplan.rows",unit=""} 21
chip_impl_metric{name="grt_usage",unit="%"} 3.24
chip_impl_metric{name="initial_antenna_violation_count",unit=""} 0
chip_impl_metric{name="seq_cell_count",unit=""} 0
chip_impl_info{name="setup.worst_path.class",value="input pin to output pin"} 1
chip_impl_metric{name="chipWidth",unit="um"} 80
chip_impl_metric{name="grt_start_max_net_pins",unit=""} 8
chip_impl_metric{name="hpwlAfterDp",unit="um"} 815
chip_impl_metric{name="io_buffers",unit=""} 15
chip_impl_metric{name="antenna_cells",unit=""} 0
chip_impl_metric{name="tally_of_unique_sky130hd_cells_used_after_synthesis",unit=""} 18
chip_impl_metric{name="routedWlPerCell",unit="um"} 9.38
chip_impl_info{name="kind_of_end_point_of_the_critical_path",value="output pin"} 1
chip_impl_metric{name="hold-worst-slack",unit="ps"} 794
chip_impl_metric{name="layout.clock_buffers",unit=""} 0
chip_impl_metric{name="grt_pass1_vias",unit=""} 407
chip_impl_metric{name="detailedRoute.firstPassIterationCount",unit=""} 2
chip_impl_info{name="layout.cells.most_common",value="buf_4"} 1
chip_impl_info{name="class_of_the_worst_hold_path",value="input pin to output pin"} 1
chip_impl_metric{name="setup_ws",unit="ps"} -706
chip_impl_metric{name="ant_nets",unit=""} 0
chip_impl_info{name="crit_path_start_kind",value="input pin"} 1
chip_impl_metric{name="synthCells",unit=""} 48
chip_impl_metric{name="netlist_area",unit="sq um"} 318
synthesized netlist by cell type (2+ instances only):
master,n,area share (%)
conb_1,2,2.4
o221ai_1,2,5.5
nand2_1,5,5.9
inv_1,6,7.1
ha_1,7,28
buf_4,6,14
xor2_1,2,5.5
a21oi_1,6,9.4
nor2_1,3,3.5
cell type report:
cell class | instances | share of cell area (%)
Timing Repair Buffer | 33 | 34.1
Multi-Input combinational cell | 36 | 52.9
Inverter | 6 | 5.50
Tap cell | 46 | 7.44
timing repair:
action,CTS,global route
pin swaps,13,8
hold buffers,0,0
buffers inserted,6,4
setup endpoints to repair,11,11
resized,66,15
metal layers:
metal | up-vias | GRT usage, % | part of all wire (%)
met3 | 0 | 1.14 | 9.3
met5 | - | 0 | 0
met4 | 0 | 0 | 0
met2 | 9 | 5.14 | 45
met1 | 184 | 4.38 | 45
li1 | 204 | - | -
per-stage QoR:
step	instance area, sq um	std cells	worst slack [ps]
after floorplan	377	49	-425
after global placement	602	112	-1630
after detailed placement	602	112	-1650
after CTS	703	118	-824
after global routing	773	121	-777
final	773	121	-706
critical path, cell delays in order:
cell and delay (ps):
buf_12 110, inv_12 40, ha_4 140, inv_4 40
ha_4 170, buf_6 130, nand2_4 50, o21ai_4 70
buf_6 130, buf_6 110, a32oi_1 180, buf_2 130
worst paths after layout:
check / from / endpoint / slack (ps) / depth (start not counted)
setup / recovery: bin[2] / seg1[4] / -710 / 12
hold / removal: bin[1] / seg2[4] / 790 / 5
power by group:
group / switching, W / internal (W)
combinational: 0.000176 / 0.000237
clock: 0 / 0
sequential: 0 / 0
cells by family after synthesis:
kind of cell,after synthesis,share of synthesized area [%]
buffers and inverters,13,22.8
other,2,2.36
adders and majority gates,7,27.6
AOI/OAI and AO/OA,11,22.0
xor gates and xnor gates,3,8.27
and+or+nand+nor,12,16.9
No activity file was given, so power comes from the tool's default toggle rates.
