$ cat flow/run.sh
#!/bin/bash
# OpenROAD 26Q1-2900-gdf79404cd8, Yosys 0.63+post, stock flow scripts
make -C /OpenROAD-flow-scripts/flow DESIGN_CONFIG=/design/flow/config.mk WORK_HOME=/design/flow/orfs finish
$ cat flow/config.mk
export PLATFORM = sky130hd
export DESIGN_NAME = ALU
export DESIGN_NICKNAME = ALU
export VERILOG_FILES = /design/flow/design.v
export SDC_FILE = /design/flow/constraint.sdc
export NUM_CORES = 4
export LEC_CHECK = 1
export CORE_UTILIZATION = 40
$ cat flow/constraint.sdc
current_design ALU

set clk_period 33.2
set clk_io_pct 0.2

create_clock -name clk0 -period $clk_period

set non_clock_inputs [all_inputs -no_clocks]
set_input_delay [expr $clk_period * $clk_io_pct] -clock clk0 $non_clock_inputs
set_output_delay [expr $clk_period * $clk_io_pct] -clock clk0 [all_outputs]
$ cat flow/design.v
module ALU #(parameter N = 8)(
    input logic [N-1:0] a, b,
    output logic [N-1:0] andResult,
    output logic [N-1:0] orResult,
    output logic [N-1:0] xorResult,
    output logic [N-1:0] sllResult,   
    output logic [N-1:0] srlResult,   
    output logic [N-1:0] divResult,
    output logic [N-1:0] modResult,
    output logic zeroFlag,            
    output logic negativeFlag         
);
    assign andResult = a & b;
    assign orResult  = a | b;
    assign xorResult = a ^ b;
    assign sllResult = a << b;
    assign srlResult = a >> b;
    assign divResult = a / b;
    assign modResult = a % b;
    always_comb begin
        zeroFlag = (andResult == 0) & (orResult == 0) & (xorResult == 0) & 
                   (sllResult == 0) & (srlResult == 0) & (divResult == 0) & 
                   (modResult == 0);
    end
    always_comb begin
        negativeFlag = andResult[N-1] | orResult[N-1] | xorResult[N-1] |
                       sllResult[N-1] | srlResult[N-1] | divResult[N-1] |
                       modResult[N-1];
    end
endmodule
==> impl_metrics.json <==
{
  "rows": 29,
  "drt_pass1_iterations": 5,
  "port_buffers": 74,
  "synth_top_area_share_pct": 24.91,
  "hold_violations": 0,
  "syn_inst": 386,
  "vdd_drop_max_uv": 27.55,
  "syn_area_per_cell_um2": 6.898,
  "crit_arrival_ns": 19.75,
  "swShare_pct": 48.19,
  "setup_ws_ns": 6.810,
  "place.gp.congestion": 0.9255,
  "endpoint_kind": "primary output",
  "cts_setup_buffers": 0,
  "finalSetupViolCount": 0,
  "die_y_um": 83.59,
  "dp_cells": 529,
  "grt_pass1_vias": 2875,
  "drt-initial-drc-count": 162,
  "gr-usage-all-layers_pct": 27.09,
  "pin_count": 74,
  "clock_buffers": 0,
  "worstHoldPathCells": 3,
  "p_int_uw": 44.03,
  "comb_area_um2": 2481,
  "fin_crit_ns": 26.39,
  "vias_per_cell": 5.820,
  "yosysSeqAreaShare_pct": 0,
  "min_from": "b[5]",
  "fin_cells": 529,
  "syn_area_um2": 2663,
  "fmax_ghz": 0.03789,
  "grt_max_degree": 23,
  "grt_pass1_wl_um": 15030,
  "worstHoldEndpoint": "andResult[5]",
  "dieWidth_um": 83.59,
  "vias": 3079,
  "status": "completed",
  "drc_errors": 0,
  "maxCapViolCount": 0,
  "ctsHoldBuffers": 0,
  "ys_warn_count": 1,
  "final_layout_top_logic_cells": "clkdlybuf4s50_1 (74), ha_1 (53), nor2_1 (43)",
  "setup_tns_ns": 0,
  "required_ns": 26.56,
  "antenna_cells": 0,
  "synth.area.top_cells": "ha_1 (25%), nor2_1 (6.1%), a21oi_1 (5.3%), mux2i_1 (4.5%), inv_1 (4.4%)",
  "cpMaxStageDelayCell": "clkdlybuf4s50_1",
  "die_area_um2": 6986,
  "crit_fanout": 22,
  "antenna_found_initial": 0,
  "synthDistinctLibCells": 56,
  "largest_area_cell": "ha_1",
  "core_um2": 6386,
  "max_slew_margin_pct": 44.92,
  "fin_util_pct": 54.45,
  "area_growth_pct": 30.59,
  "ant_nets": 0,
  "initCoreUtil_pct": 41.69,
  "hold_class": "in -> out",
  "path_common_cell": "ha_1",
  "seq_area_um2": 0,
  "tightest_slew_ns": 0.8236,
  "fin_crit_sh_pct": 79.49,
  "drive_gt1_share_pct": 6.416,
  "p_comb_share_pct": 100.0,
  "final_common_cell": "clkdlybuf4s50_1",
  "critPathLaunchType": "input port",
  "sequentialPowerShare_pct": 0,
  "switchingPower_uw": 40.95,
  "yosys-stat-cells": 386,
  "rsz0062_at_grt": "no",
  "powerDensity_nw_per_um2": 24.44,
  "clock_power_share_pct": 0,
  "seq_cell_count": 0,
  "wl_per_cell_um": 17.34,
  "p_leak_nw": 1.583,
  "warning_count": 42,
  "dp_worst_setup_slack_ns": 6.901,
  "num-fill-cells": 616,
  "ys_area_um2": 2663,
  "worstSetupPathType": "in -> out",
  "place_hpwl_um": 7609,
  "grt_overflow": 0,
  "cts_resized": 0,
  "drv_slew": 0,
  "cpPeakStageDelay_ns": 1.01,
  "routed_wl_um": 9174
}
-- power groups by stage --
stage         clock network (mW)  registers, mW  logic, mW
global route                   0              0     0.0945
CTS                            0              0     0.0851
finish                         0              0     0.0850
-- metrics by stage --
stage	hold WS, ns	instance area [um^2]	power, mW
floorplan	13.38	2663	0.05303
global placement	14.42	3477	0.08472
detailed placement	14.40	3477	0.08443
CTS	14.41	3477	0.08505
global route	14.43	3477	0.09454
finish	14.39	3477	0.08498
-- critical path, delay by kind of cell --
family | cells | cell delay (ns)
buffers and inverters | 8 | 2.62
AND-OR/OR-AND | 21 | 4.53
multiplexers | 3 | 0.96
adder cells (fa/ha/maj) | 8 | 2.55
AND/OR/NAND/NOR | 12 | 2.40
-- Yosys cell counts, types with 3 or more instances --
| master | instances |
|---|---|
| o21a_1 | 13 |
| inv_2 | 5 |
| nand2b_1 | 4 |
| o211ai_1 | 5 |
| nor2b_1 | 5 |
| or3_1 | 6 |
| inv_1 | 31 |
| o22ai_1 | 3 |
| clkbuf_1 | 10 |
| a21oi_1 | 28 |
| mux2_2 | 8 |
| nand4_1 | 4 |
| nand3_1 | 5 |
| and2_1 | 3 |
| a31oi_1 | 3 |
| mux2i_1 | 12 |
| o21ai_1 | 11 |
| nor3_1 | 15 |
| o21ai_0 | 13 |
| a41oi_1 | 4 |
| or2_2 | 5 |
| a21o_1 | 11 |
| xor2_1 | 7 |
| nand2_1 | 28 |
| xnor2_1 | 8 |
| ha_1 | 53 |
| nor2_1 | 43 |
| nor4_1 | 8 |
-- area by class of cell --
cell class | instances | share of cell area, %
multi-input combinational | 339 | 71.36
timing repair buffer | 76 | 21.73
inverter | 37 | 4.138
tap | 77 | 2.771
-- cells by family (layout without fill, tap and decap cells) --
| kind of cell | after synthesis | after routing | share of synthesized area [%] |
|---|---|---|---|
| fa+ha+maj | 54 | 54 | 25.66 |
| mux | 23 | 23 | 9.446 |
| xor+xnor | 15 | 15 | 4.934 |
| simple gates | 136 | 136 | 25.75 |
| buf+inv | 47 | 113 | 6.814 |
| compound gates | 111 | 111 | 27.40 |
-- layer usage --
layer / vias up / GRT usage [%] / part of all wire [%]
met4: 0 / 4.931 / 1.2
li1: 1566 / - / -
met1: 1397 / 41.02 / 48
met2: 106 / 42.72 / 45
met3: 10 / 2.008 / 5.9
met5: - / 0 / 0
-- how the worst max path moves through the flow --
stage / startpoint / to
after CTS: b[0] / zeroFlag
after global routing: b[0] / zeroFlag
final: b[0] / zeroFlag
Power and IR drop assume default switching activity.
